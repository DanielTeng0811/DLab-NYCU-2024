==> flow/design.v <==
`timescale 1ns / 1ps
module lab4(
  input  clk,             
  input  reset_n,         
  input  [3:0] usr_btn,   
  output [3:0] usr_led    
);
reg [3:0] usr_led;
wire [3:0] btn, btnIsPressed;
reg [3:0] beforeClk_btn, brightness;
reg [3:0] counter = 0;
reg [19:0] pwm = 0;
checkdb button0(clk, usr_btn[0], btn[0]);
checkdb button1(clk, usr_btn[1], btn[1]);
checkdb button2(clk, usr_btn[2], btn[2]);
checkdb button3(clk, usr_btn[3], btn[3]);
integer i;
always @(posedge clk) begin
    for(i = 0; i < 4; i = i + 1)begin
    if (!reset_n)
        beforeClk_btn[i] <= 0;
    else
        beforeClk_btn[i] <= btn[i];
    end
end
assign btnIsPressed[0] = (btn[0] == 1 && beforeClk_btn[0] == 0);
assign btnIsPressed[1] = (btn[1] == 1 && beforeClk_btn[1] == 0);
assign btnIsPressed[2] = (btn[2] == 1 && beforeClk_btn[2] == 0);
assign btnIsPressed[3] = (btn[3] == 1 && beforeClk_btn[3] == 0);
always@(posedge clk)begin
    if(!reset_n)
        counter = 0;
    else begin
      if(btnIsPressed[1] == 1 && counter < 15)
            counter <= counter + 1;
      else if(btnIsPressed[0] == 1 && counter > 0 )
            counter <= counter - 1;
        if(btnIsPressed[2] == 1 && brightness < 4)
            brightness <= brightness + 1;
        else if(btnIsPressed[3] == 1 && brightness > 0)
            brightness <= brightness - 1;
    end
        case(brightness)
        0:
            if(pwm <=  50000)
                usr_led <= counter;
            else
                usr_led <= 0;
        1:
            if(pwm <= 250000)
                usr_led <= counter;
            else
                usr_led <= 0;
        2:
            if(pwm <= 500000)
                usr_led <= counter;
            else
                usr_led <= 0;
        3:
            if(pwm <= 750000)
                usr_led <= counter;
            else
                usr_led <= 0;
        4:
            usr_led <= counter;
        endcase
        if(pwm < 1000000)
            pwm <= pwm + 1;
        else
            pwm <= 0;
end
endmodule
module checkdb(input clk, input btn_input, output reg btn_output);
    reg [31:0] timer = 0;
    always@(posedge clk) begin
        if(btn_input == 1) timer <= timer + 1;
        else begin
            timer <= 0;
            btn_output = 0;
        end
        if(timer == 1000000) btn_output = 1;
    end
endmodule
==> flow/run.sh <==
#!/bin/bash
# OpenROAD 26Q1-2900-gdf79404cd8, Yosys 0.63+post, stock flow scripts
make -C /OpenROAD-flow-scripts/flow DESIGN_CONFIG=/design/flow/config.mk WORK_HOME=/design/flow/orfs finish
==> flow/config.mk <==
export PLATFORM = sky130hd
export DESIGN_NAME = lab4
export DESIGN_NICKNAME = lab4
export VERILOG_FILES = /design/flow/design.v
export SDC_FILE = /design/flow/constraint.sdc
export NUM_CORES = 4
export LEC_CHECK = 1
export CORE_UTILIZATION = 50
==> flow/constraint.sdc <==
current_design lab4

set clk_period 7.0
set clk_io_pct 0.2

create_clock -name clk0 -period $clk_period [get_ports {clk}]

set non_clock_inputs [all_inputs -no_clocks]
set_input_delay [expr $clk_period * $clk_io_pct] -clock clk0 $non_clock_inputs
set_output_delay [expr $clk_period * $clk_io_pct] -clock clk0 [all_outputs]
==> job_summary.md <==
### Flow metrics

| Metric | Value |
|---|---|
| Worst Hold Class | flop to flop |
| Commonest flop | dfxtp_1 |
| CP max stage delay | 0.46 ns |
| Row count | 46 |
| Fin Hold WS | 0.469 ns |
| Log Warnings | 34 |
| Die Area | 16,700 um2 |
| Crit-path leading delay family | buffers and inverters |
| Internal power | 1600 uW |
| Worst slew pin tran | 0.893 ns |
| Critical path peak fanout | 1 |
| And+or+nand+nor area frac | 34.0% |
| GPL Wtd Cong | 0.851 |
| Final Max Slew Viols | 0 |
| Residual DRC | 0 |
| Cts repair resizes | 0 |
| Slew HR | 40.3% |
| Syn Inst Count | 896 |
| # diodes | 0 |
| DR WL/cell | 12.4 um |
| Post-synth EDFFs | 8 |
| Congestion Overflow GR | 0 |
| Mux area share | 0.139% |
| Final Hold Vio Count | 0 |
| CTS tree | done |
| Top-area cell share | 39.5% |
| Cycle use final | 37.1% |
| Min Tclk post-route | 2.60 ns |
| Ys flops | 168 |
| Final Util | 56.9% |
| Pwr per Cell Area | 221 nW/um2 |
| Power Total | 1990 uW |
| Top area cells in the synthesized netlist | dfxtp_1 (40%), xnor2_1 (8.3%), and2_1 (8.1%), xor2_1 (4.9%), nand3_1 (3.6%) |
| Clock power frac | 49.4% |
| Number of vias per cell | 5.22 |
| Initial antenna violation count | 0 |
| Cell taking the most area after synthesis | dfxtp_1 |
| XORs/XNORs by Area | 13.2% |
| Worst-Skew Late Latency | 0.41 ns |
| Worst VDD drop | 0.175 mV |
| Outcome | complete, no violations |
| Synth top cells by count | dfxtp_1 (160), and2_1 (105), xnor2_1 (77), nand2_1 (67), nand3_1 (58) |
| CP Launch Type | flop |
| CP max stage cell | clkdlybuf4s50_1 |
| Port Buffer Count | 9 |
| Leakage | 0.00342 uW |
| Sequential fraction of the synthesis area | 42.5% |
| Core region area | 15,800 um2 |
| Worst-path clk slew | 0.07 ns |
| Vias in the first global route | 5,564 |
| Post-cts hold buffer count | 0 |
| First-pass GRT wire length | 25,100 um |
| Clock Path Buffers | 2 |
| Yosys stat cell total | 896 |
| Clock Skew | 0.00807 ns |
| Die Ht | 129 um |
| # IOs | 10 |
| Yosys stat chip area | 8100 um2 |
| Required time of the critical path | 5.60 ns |
| Initial Util | 51.2% |
| Fa+ha+maj area frac | 2.47% |
| Critical path, cell by cell | clkdlybuf4s50_1 |
| CTS sink cnt | 168 |
| DP Worst Slack | 4.09 ns |
| Combinational power share | 1.6% |
| Routed WL | 14,000 um |
| Sw Share | 19.8% |
| Initial DRC count | 329 |
| Final HPWL from detailed placement | 9490 um |
| MaxCap Viol Count | 0 |
| Total number of vias | 5,892 |
| Post-CTS Setup Bufs | 0 |
| Seq pwr share | 48.9% |
| Unrepaired setup endpoints after global routing | false |
| Total track usage | 18.8% |
| Final Setup Violations | 0 |
| Layout area overhead | 11.3% |
| Total CTS buffers | 17 |
| Router iterations before antenna repair | 8 |
| Layout cell share with drive strength beyond 1 | 5.70% |
| Switching power | 393 uW |
| Worst path bufs/invs | 1 |
| Mapped Area | 8100 um2 |
| Top logic family | simple AND/OR/NAND/NOR gates |
| Clk root buf | clkbuf_16 |
| Critical Path AT | 1.20 ns |
| Final worst slack | 4.40 ns |
| Most frequent cell after synthesis | dfxtp_1 |
| Distinct lib cells | 58 |
| Die Wd | 129 um |
| Mean area per synthesized cell | 9.04 um2 |
| Fmax | 385 MHz |
| TNS Setup | 0 ns |
| Ys Warns | 2 |
| Ao+oa area frac | 5.25% |
| Critical path type | flop to output port |
| Fraction of registers with async set/reset | 0% |
| Worst setup EP type | output port |
| Maximum number of pins on one net before global-route repair | 37 |
| Antenna-violating nets left | 0 |
| CTS HTree Levels | 4 |
## through the flow
stage / cell area [um2] / instances
final: 9010 / 1129
after floorplan: 8100 / 896
after global placement: 8380 / 1098
after global routing: 9010 / 1129
after detailed placement: 8380 / 1098
after CTS: 9010 / 1129
## placed cells by master (no fill, tap or decap), drive strengths merged, types with 3 or more instances in the layout
| cell | netlist | layout |
|---|---|---|
| a21boi | 12 | 12 |
| a21oi | 9 | 9 |
| a31oi | 6 | 6 |
| and2 | 105 | 105 |
| and3 | 17 | 17 |
| and4 | 15 | 15 |
| buf | 2 | 3 |
| bufinv | 0 | 4 |
| clkbuf | 24 | 20 |
| clkdlybuf4s50 | 0 | 9 |
| clkinv | 0 | 5 |
| dfxtp | 160 | 160 |
| edfxtp | 8 | 8 |
| ha | 16 | 16 |
| inv | 27 | 28 |
| nand2 | 68 | 68 |
| nand2b | 7 | 7 |
| nand3 | 59 | 59 |
| nand4 | 33 | 33 |
| nor2 | 57 | 57 |
| nor2b | 23 | 23 |
| nor3 | 20 | 20 |
| nor3b | 6 | 6 |
| nor4 | 19 | 19 |
| nor4b | 10 | 10 |
| o211ai | 4 | 4 |
| o21ai | 21 | 21 |
| or2 | 3 | 3 |
| or3 | 17 | 17 |
| or4 | 4 | 4 |
| or4b | 3 | 3 |
| xnor2 | 77 | 77 |
| xor2 | 45 | 45 |
## sequential cells by signal, summed over array words and instances (netlist names)
register            flops
button0.timer          32
button1.btn_output      1
button0.btn_output      1
pwm                    20
button2.btn_output      1
button3.timer          32
button3.btn_output      1
brightness              4
button1.timer          32
button2.timer          32
counter                 4
usr_led                 4
beforeClk_btn           4
## power by group through the flow
stage / registers, uW / clock network (uW) / logic [uW]
6_report: 975 / 985 / 32.1
5_1_grt: 976 / 1050 / 37.3
4_1_cts: 975 / 1010 / 32.6
## path summary, 6_finish.rpt
path | startpoint | to | slack [ns] | cells after the start
worst max register to register | pwm[16] | usr_led[3] | 4.67 | 6
worst min register to register | button0.timer[0] | button0.timer[0] | 0.47 | 1
worst min-delay path | button0.timer[0] | button0.timer[0] | 0.47 | 1
worst max-delay path | usr_led[2] | usr_led[2] | 4.40 | 1
## layer usage
layer	wire (um)	track usage, %	up-vias	share of wire [%]
met5	0	0	-	0
met4	132	2.01	0	0.94
met3	402	3.41	9	2.9
li1	-	-	3099	-
met2	6320	29.9	58	45
met1	7120	28.5	2726	51
## cells by family after synthesis
logic type	Yosys count
and+or+nand+nor	470
DFF	168
xor gates and xnor gates	122
AOI/OAI and AO/OA	66
buffers and inverters	53
adders and majority gates	16
muxes	1
## layout make-up
type                            instances  area [um2]
Sequential cell                       168        3440
Multi-Input combinational cell        675        4460
Tap cell                              216         270
Fill cell                            1304        6810
Timing Repair Buffer                   12         113
Inverter                               27         101
Clock buffer                           20         457
Clock inverter                         11         173
No activity file was given, so power comes from the tool's default toggle rates.
