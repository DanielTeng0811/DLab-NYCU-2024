[flow/run.sh]
#!/bin/bash
# OpenROAD 26Q1-2900-gdf79404cd8, Yosys 0.63+post, stock flow scripts
make -C /OpenROAD-flow-scripts/flow DESIGN_CONFIG=/design/flow/config.mk WORK_HOME=/design/flow/orfs finish
[flow/config.mk]
export PLATFORM = sky130hd
export DESIGN_NAME = alu
export DESIGN_NICKNAME = alu
export VERILOG_FILES = /design/flow/design.v
export SDC_FILE = /design/flow/constraint.sdc
export NUM_CORES = 4
export LEC_CHECK = 1
export CORE_UTILIZATION = 50
[flow/constraint.sdc]
current_design alu

set clk_period 12.4
set clk_io_pct 0.2

create_clock -name clk0 -period $clk_period

set non_clock_inputs [all_inputs -no_clocks]
set_input_delay [expr $clk_period * $clk_io_pct] -clock clk0 $non_clock_inputs
set_output_delay [expr $clk_period * $clk_io_pct] -clock clk0 [all_outputs]
[flow/design.v]
`timescale 1ns / 1ps
module alu(
    input [7:0] accum,
    input [7:0] data,
    input [2:0] opcode,
    input reset,
    output [7:0] alu_out,
    output zero,
    output overflow,
    output parity,
    output sign
    );
reg [7:0] result;
reg [8:0] temp;
reg [15:0] temp_mul;
reg zero;
reg parity;
reg sign;
reg [7:0] accum_extended, data_extended;
reg overflow_flag = 0;
function calcuParity(input [7:0] val);
    integer i;
    reg parity;
    begin
        parity = 0;
        for (i = 0; i < 8; i = i + 1)
            parity = parity ^ val[i];
        calcuParity = parity;
    end
endfunction
always@(*) begin
    if(reset) begin
        result = 8'b0;
        zero = 1'b0;
        parity = 1'b0;
        sign = 1'b0;
    end else begin
        overflow_flag = 1'b0;
        case (opcode)
            3'b000: result = accum;
            3'b001: begin
                temp = accum + data;
                result = temp[7:0];
                if ((accum[7] == data[7]) && (result[7] != accum[7]))
                    overflow_flag = 1'b1;
            end
            3'b010: begin
                temp = accum - data;
                result = temp[7:0];
                if ((accum[7] != data[7]) && (result[7] != accum[7]))
                    overflow_flag = 1'b1;
            end
            3'b011: result = accum >>> data[2:0];
            3'b100: result = accum ^ data;
            3'b101: result = (accum[7] == 1) ? -accum : accum;
            3'b110: begin
                accum_extended = { {4{accum[3]}}, accum[3:0] };
                data_extended = { {4{data[3]}}, data[3:0] };
                temp_mul = accum_extended * data_extended;
                result = temp_mul[7:0];
                overflow_flag = 1'b0;
            end
            3'b111: result = -accum;
            default: result = 8'b0;
        endcase
            if (overflow_flag) begin
            if (opcode == 3'b001 && accum[7] == 0)
                result = 8'h7F;
            else if (opcode == 3'b001 && accum[7] == 1)
                result = 8'h80;
            else if (opcode == 3'b010 && accum[7] == 1)
                result = 8'h7F;
            else if (opcode == 3'b010 && accum[7] == 0)
                result = 8'h80;
            end
            zero = (result == 8'b0);
            sign = result[7];
            parity = calcuParity(result);
        end
    end
assign alu_out = result;
assign overflow = overflow_flag;
endmodule
==> results_dict.tcl <==
# implementation run metrics
set metrics [dict create \
    slew_headroom_pct 55.3 \
    critPathCaptureType "output port" \
    min_period_over_period_pct 83.7 \
    mux_share_pct 3.40 \
    antenna_found_initial 0 \
    aoi_share_pct 28.2 \
    ys_sh_simple_pct 21.3 \
    async_flop_share_pct 0 \
    highest_layer "met4" \
    grt_overflow 0 \
    drv_slew 0 \
    fmax_mhz 96.4 \
    syn_area_sq_mm 0.00239 \
    vdd_ir_drop_max_uv 42.2 \
    n_antenna_cell 0 \
    status "complete, no violations" \
    fin_cells 401 \
    postCtsSetupBuffers 0 \
    hpwlAfterDp_mm 5.19 \
    unclocked_pins 1 \
    ff_type "dlxtn_1" \
    die_w_um 71.2 \
    drv_cap 0 \
    area_delta_synth_final_pct 11.1 \
    postPlaceCellArea_sq_mm 0.00266 \
    first_global_vias 2178 \
    wl_met3_um 513 \
    power-per-cell-area_mw_per_mm2 57.4 \
    ys_cells 337 \
    portBuffers 32 \
    grt_max_degree 32 \
    dieArea_sq_mm 0.00507 \
    grt_pass1_wl_mm 11.0 \
    drt_wl_total_mm 6.43 \
    ys.flops 1 \
    place_inst 401 \
    dieHeight_um 71.2 \
    critPathLaunchType "input port" \
    num_vias 2392 \
    drc 0 \
    viasPerCell 5.97 \
    warnings 41 \
    largest_register_ffs 1 \
    netlist_instances 337 \
    drtIter0Drc 194 \
    ys_types 63 \
    p_total_uw 153 \
    rsz0062_at_grt "no" \
    critical_path.endpoint "parity" \
    final_area_sq_mm 0.00266 \
    io_pins 32 \
    first_pass_iters 25 \
    finalSetupTns_ns 0 \
    wl_met2_mm 2.64 \
    hold_viol 0 \
    ys_area_sq_mm 0.00239 \
    tightest_slew_ns 0.668 \
    drive_above_1_share_pct 5.44 \
    fp.coreArea_sq_mm 0.00447 \
    path_max_fanout 15 \
    gpl.final_weighted_congestion 0.997 \
    criticalPathCategory "input port to output port" \
    min_path_type "input port to output port" \
    worstSetupStartpoint "data[1]" \
    cp.required_ns 9.92 \
    fin_util_pct 59.5 \
    rows 24 \
    postCtsHoldBufs 0 \
    ys_sh_xor_pct 9.56 \
    setup_viol 0 \
    period_minus_slack_ns 10.38 \
    wl_per_cell_um 16.0 \
    antenna_left 0 \
    lay_top_cells "inv_1, nor2_1, clkdlybuf4s50_1, ha_1" \
    synth-edff-count 0 \
    synth-adder-area-share_pct 24.9 \
    track_usage_pct 27.8 \
    untimed_endpoints 2 \
    p_leak_uw 0.00119 \
    avgSynthCellArea_sq_um 7.11 \
    cts_resized 0 \
    fp_util_pct 53.5 \
    drt-met1-wl_mm 3.22 \
    cp.arrival_ns 7.90 \
    yosys_warnings 1 \
    top_logic_kind "AND-OR/OR-AND gates" \
]
-- area by class of cell --
type | count | area [sq um]
Sequential cell | 1 | 15.0
Timing Repair Buffer | 34 | 335
Tap cell | 52 | 65.1
Inverter | 41 | 154
Multi-Input combinational cell | 273 | 2090
Fill cell | 417 | 1810
-- worst min path at each step --
stage,from,endpoint,slack (ns),cells after the start
5_1_grt,reset,alu_out[6],6.18,3
4_1_cts,reset,alu_out[3],6.10,3
6_report,reset,parity,6.08,3
-- per-layer routing --
layer	vias up	global-route usage, %
met1	1060	46.7
met5	-	0
met4	0	5.11
met3	8	3.61
met2	104	38.4
li1	1220	-
-- cells by family after synthesis --
kind of cell               Yosys count
muxes                                8
latches                              1
AOI/OAI and AO/OA                   94
buffers and inverters               63
and+or+nand+nor                    107
adders and majority gates           41
xor gates and xnor gates            23
-- critical path, stage by stage --
cell,delay (ns)
clkdlybuf4s50_1,0.77
inv_1,0.27
nor2_1,0.34
fa_1,0.48
fa_1,0.47
ha_1,0.31
inv_1,0.06
fa_1,0.44
xnor2_1,0.16
a31oi_1,0.16
nor2_1,0.05
a21oi_1,0.16
o221ai_1,0.13
o22ai_1,0.23
xnor3_1,0.43
nand2_1,0.09
xnor3_1,0.30
nor2_1,0.09
clkdlybuf4s50_1,0.46
-- stage by stage --
step                      setup WS, ns  hold slack, ns
final                             2.02            6.08
after floorplan                   3.47            5.11
after global routing              1.60            6.18
after global placement            2.08            6.10
after detailed placement          2.00            6.10
after CTS                         1.99            6.10
-- synthesized netlist by cell type, types with 3 or more instances --
cell type,count,area (sq um)
inv_1,38,143
nor2_1,38,143
ha_1,30,375
a21oi_1,26,130
nand2_1,26,97.6
nor3_1,13,65.1
xnor2_1,12,105
fa_1,11,220
o21ai_0,11,55.1
a211oi_1,9,67.6
xor2_1,9,78.8
a21o_1,7,52.6
mux2i_1,7,70.1
clkbuf_1,6,22.5
o22ai_1,6,37.5
buf_2,5,25.0
nand2b_1,5,31.3
nand3_1,5,25.0
a31oi_1,4,25.0
buf_4,4,30.0
buf_6,4,45.0
o31ai_1,4,30.0
nor2b_1,3,18.8
o21a_1,3,22.5
or3_1,3,18.8
or3_2,3,22.5
-- power by group --
group	leakage, uW	internal (uW)	switching, uW
clock network	0	0	0
logic	0.00118	73.2	79.2
registers	0.00000791	0.280	0.0295
Power is estimated from default activity; no workload was simulated.
