`flow/design.v`:
```
`timescale 1ns / 1ps
module mmult(
    input clk,
    input reset_n,
    input enable,
    input [0:9*8-1] A_mat,
    input [0:9*8-1] B_mat,
    output valid,
    output reg [0:9*18-1] C_mat
);
    reg [17:0] C [0:8];
    reg [1:0] cycle;
    reg valid;
    always @(posedge clk or negedge reset_n) begin
        if (!reset_n) begin
            valid <= 0;
            cycle <= 0;
            C_mat <= 0;
        end else if (enable) begin
            case (cycle)
                0: begin
                    C[0] <= (A_mat[0:7] * B_mat[0:7]) + (A_mat[8:15] * B_mat[24:31]) + (A_mat[16:23] * B_mat[48:55]);
                    C[1] <= (A_mat[0:7] * B_mat[8:15]) + (A_mat[8:15] * B_mat[32:39]) + (A_mat[16:23] * B_mat[56:63]);
                    C[2] <= (A_mat[0:7] * B_mat[16:23]) + (A_mat[8:15] * B_mat[40:47]) + (A_mat[16:23] * B_mat[64:71]);
                    cycle <= 1;
                end
                1: begin
                    C[3] <= (A_mat[24:31] * B_mat[0:7]) + (A_mat[32:39] * B_mat[24:31]) + (A_mat[40:47] * B_mat[48:55]);
                    C[4] <= (A_mat[24:31] * B_mat[8:15]) + (A_mat[32:39] * B_mat[32:39]) + (A_mat[40:47] * B_mat[56:63]);
                    C[5] <= (A_mat[24:31] * B_mat[16:23]) + (A_mat[32:39] * B_mat[40:47]) + (A_mat[40:47] * B_mat[64:71]);
                    cycle <= 2;
                end
                2: begin
                    C[6] <= (A_mat[48:55] * B_mat[0:7]) + (A_mat[56:63] * B_mat[24:31]) + (A_mat[64:71] * B_mat[48:55]);
                    C[7] <= (A_mat[48:55] * B_mat[8:15]) + (A_mat[56:63] * B_mat[32:39]) + (A_mat[64:71] * B_mat[56:63]);
                    C[8] <= (A_mat[48:55] * B_mat[16:23]) + (A_mat[56:63] * B_mat[40:47]) + (A_mat[64:71] * B_mat[64:71]);
                    cycle <= 3;
                end
                3: begin
                    C_mat <= {C[0], C[1], C[2], C[3], C[4], C[5], C[6], C[7], C[8]};
                    valid <= 1;
                    cycle <= 0;
                end
            endcase
        end else begin
            valid <= 0;
        end
    end
endmodule
```
`flow/config.mk`:
```
export PLATFORM = sky130hd
export DESIGN_NAME = mmult
export DESIGN_NICKNAME = mmult
export VERILOG_FILES = /design/flow/design.v
export SDC_FILE = /design/flow/constraint.sdc
export NUM_CORES = 4
export LEC_CHECK = 1
export CORE_UTILIZATION = 50
```
`flow/run.sh`:
```
#!/bin/bash
# OpenROAD 26Q1-2900-gdf79404cd8, Yosys 0.63+post, stock flow scripts
make -C /OpenROAD-flow-scripts/flow DESIGN_CONFIG=/design/flow/config.mk WORK_HOME=/design/flow/orfs finish
```
`flow/constraint.sdc`:
```
current_design mmult

set clk_period 5.6
set clk_io_pct 0.2

create_clock -name clk0 -period $clk_period [get_ports {clk}]

set non_clock_inputs [all_inputs -no_clocks]
set_input_delay [expr $clk_period * $clk_io_pct] -clock clk0 $non_clock_inputs
set_output_delay [expr $clk_period * $clk_io_pct] -clock clk0 [all_outputs]
```
==> impl_metrics.yaml <==
# physical design summary
clock_network:
  clock_latency_ns: 0.63
  cts_sinks: 329
  cts.htree.levels: 2
  clk_pin_slew_ns: 0.06
  cts_hold_buffers: 0
  cts_buffer_depth: 3
  cts-buffers-inserted: 41
  cts_tree: "done"
  cts_root_buf: "clkbuf_16"
floorplanning:
  placementRows: 140
  fp_util_pct: 50.3
  die_w_um: 385
  die.size.y_um: 385
  ios: 310
  die_area_um2: 148000
  core_um2: 146000
hold_path:
  hp-class: "input port to async pin"
finish:
  areaGrowthSynthToFinish_pct: 32.6
  final_core_utilization_pct: 66.7
  fillCellCount: 10800
  drive_gt1_share_pct: 26.9
  finalNonFillerCells: 10800
  seqCellArea_um2: 9040
  comb_area_um2: 58400
  final_area_um2: 97100
timing:
  rsz0062_at_grt: "yes"
  maxSlewViolCount: 0
  fin_ws_ns: -0.796
  period_used_pct: 114
  fin_tns_setup_ns: -53.27
  finalHoldViolCount: 0
  fmax_mhz: 156
  fin_skew_ns: 0.0261
  min_period_ns: 6.40
  setup_violations: 106
  hold_slack_ns: 0.431
  tightest_slew_ns: 0.665
  slew_headroom_pct: 55.7
yosys:
  ys_chip_area_um2: 73200
  ff_type: "dfrtp_1"
  synth.largest_area_cell: "fa_1"
  syn_area_um2: 73200
  synth_warnings: 2
  synth_flops: 329
  synth_cell_types: 65
  ys_top_cells_by_count: "inv_1, fa_1, and2_1"
  synth_area_per_cell_um2: 9.71
  postSynthSeqShare_pct: 12.4
  synth-edff-count: 162
  yosys_cells: 7541
  async_reset_ff_share_pct: 50.8
  syn_inst: 7541
  synthTopCellsByArea: "fa_1, ha_1, inv_1, and2_1, edfxtp_1"
  top_cell_area_share_pct: 39.6
  yosysMostFrequentCell: "inv_1"
placed_design:
  place_congestion: 0.993
  pre_cts_ws_ns: -1.88
  placed_area_um2: 87100
  port_buffers: 309
  hpwl_mm: 162
  place_inst: 10300
setup_path:
  endpoint: "C[8][17]"
  r2r-end: "C[2][8]"
  crit_fanout: 4
  worstPathArrival_ns: 6.75
  ff2ff_setup_slack_ns: 3.46
  end_kind: "flip-flop"
  cp.required_ns: 5.95
  crit_type: "input port to flip-flop"
  cp-start-kind: "input port"
  reg2reg_depth: 2
  crit_start: "A_mat[60]"
global_routing:
  grt-ovfl-total: 0
  antenna_found_initial: 19
  grt_pass1_wl_mm: 354
  grt_max_degree: 94
  track_usage_pct: 35.3
  grt_pass1_vias: 59300
job:
  warnings: 46
  drv_cap: 0
drt:
  drc: 0
  routedWlPerCell_um: 21.4
  dr.pass1.iters: 5
  drtAntennaViolNets: 0
  drt-total-wl_mm: 232
  num_vias: 54600
  viasPerCell: 5.04
  drt_iter0_drc: 2158
run_status:
  run_status: "finished with violations"
  violations: "setup timing"
critical path, cell delays in order:
cell	delay, ns
buf_12	0.10
buf_12	0.12
buf_8	0.11
buf_6	0.13
and2_4	0.14
fa_1	0.52
inv_1	0.05
fa_1	0.53
inv_1	0.05
fa_2	0.52
fa_1	0.46
fa_2	0.50
fa_1	0.49
inv_1	0.05
fa_1	0.50
inv_2	0.05
ha_4	0.28
o21a_1	0.12
o31a_1	0.17
o211ai_1	0.11
buf_4	0.17
o211ai_1	0.19
a21oi_2	0.10
xnor2_2	0.14
cell usage in the layout, fill, tap and decap left out, types with 38 or more instances in the layout:
cell type | Yosys | final
a21o_1 | 38 | 38
and2_1 | 1151 | 963
and2_4 | 0 | 188
buf_12 | 0 | 224
buf_4 | 0 | 788
buf_6 | 0 | 188
buf_8 | 0 | 71
bufbuf_16 | 0 | 38
clkbuf_16 | 0 | 51
clkdlybuf4s50_1 | 0 | 164
dfrtp_1 | 166 | 166
edfxtp_1 | 162 | 162
fa_1 | 1449 | 1339
fa_2 | 0 | 110
ha_1 | 891 | 810
ha_4 | 0 | 79
inv_1 | 2062 | 1922
inv_2 | 0 | 140
mux2_2 | 165 | 165
nand2_1 | 621 | 579
nor2_1 | 62 | 46
xnor2_1 | 72 | 59
per-layer routing:
| layer | share of wire, % | global-route usage, % |
|---|---|---|
| met4 | 4.6 | 11.8 |
| met1 | 35 | 46.5 |
| met3 | 15 | 20.2 |
| met5 | 0.39 | 0.877 |
| met2 | 45 | 51.0 |
what timing repair did:
item	CTS	global route
gates cloned	69	9
setup endpoints to repair	126	123
pin swaps	436	436
resized	1118	565
buffers inserted	350	78
worst min-delay path by stage:
| stage | startpoint | endpoint | slack (ns) | cells past startpoint |
|---|---|---|---|---|
| CTS | reset_n | async pin | 0.42 | 1 |
| global route | reset_n | async pin | 0.45 | 1 |
| finish | reset_n | async pin | 0.43 | 1 |
state kept, by name, indices dropped and copies added, names as in the netlist, named ones only:
name   count
valid      1
C_mat    162
C        162
kinds of logic after synthesis:
logic type / count (synthesis) / share of synthesized area [%]
buf+inv: 2369 / 12.2
fa+ha+maj: 2340 / 54.8
simple gates: 1945 / 14.2
flops: 329 / 12.4
compound gates: 285 / 2.57
mux: 167 / 2.56
xor+xnor: 106 / 1.27
area by class of cell:
type / instances / share of cell area (%)
multi-input cells: 4843 / 60.1
repair buffers: 1584 / 18.5
flip-flops and latches: 329 / 9.32
inverters: 2062 / 7.97
well taps: 1917 / 2.47
clock buffers: 50 / 1.15
clock inverters: 26 / 0.401
diodes: 13 / 0.0335
